## run.sh

```bash
#!/bin/bash
# OpenROAD 26Q1-2900-gdf79404cd8, Yosys 0.63+post, stock flow scripts
make -C /OpenROAD-flow-scripts/flow DESIGN_CONFIG=/design/flow/config.mk WORK_HOME=/design/flow/orfs finish
```

## config.mk

```make
export PLATFORM = sky130hd
export DESIGN_NAME = clock_gen
export DESIGN_NICKNAME = clock_gen
export VERILOG_FILES = /design/flow/design.v
export SDC_FILE = /design/flow/constraint.sdc
export NUM_CORES = 4
export LEC_CHECK = 1
export CORE_AREA = 10 10 75 75
export DIE_AREA = 0 0 85 85
```

## constraint.sdc

```tcl
current_design clock_gen

set clk_period 2.3
set clk_io_pct 0.2

create_clock -name clk0 -period $clk_period [get_ports {Clock_5K}]

set non_clock_inputs [all_inputs -no_clocks]
set_input_delay [expr $clk_period * $clk_io_pct] -clock clk0 $non_clock_inputs
set_output_delay [expr $clk_period * $clk_io_pct] -clock clk0 [all_outputs]
```

## design.v

```verilog
module clock_gen(Clock_5K, Reset, Clock_1Sec, Clock_1MSec);
input Clock_5K, Reset;
output reg Clock_1MSec;
output reg Clock_1Sec;
reg[11:0] count;  
always @(posedge Clock_5K or negedge Reset)
begin
  if(!Reset)
  begin
    Clock_1MSec <= 0;
    Clock_1Sec <= 0;
    count <= 0;
  end
  else
  begin
    count <= count + 1;  
    Clock_1MSec <= ~Clock_1MSec;    
    if(count == 2500)
    begin
      Clock_1Sec <= ~Clock_1Sec;
      count <= 0;
    end
    else  Clock_1Sec <= Clock_1Sec;
  end
end
endmodule
```

==> impl_metrics.xml <==
<?xml version="1.0" encoding="UTF-8"?>
<metrics>
  <group name="outcome">
    <metric name="status" unit="">completed</metric>
  </group>
  <group name="die">
    <metric name="die_area" unit="mm²">0.007225</metric>
    <metric name="chipWidth" unit="µm">85</metric>
    <metric name="initial_core_util" unit="%">16.47</metric>
    <metric name="rows" unit="">23</metric>
    <metric name="design.core.area" unit="mm²">0.004058</metric>
    <metric name="dieHeight" unit="µm">85</metric>
    <metric name="ios" unit="">4</metric>
  </group>
  <group name="logic_synthesis">
    <metric name="netlist_top_cells_area" unit="">sky130_fd_sc_hd__dfrtp_1 (52%), sky130_fd_sc_hd__xor2_1 (7.9%), sky130_fd_sc_hd__ha_1 (3.7%), sky130_fd_sc_hd__nand4_4 (3.2%), sky130_fd_sc_hd__nor2_1 (2.8%)</metric>
    <metric name="synthDominantCellAreaShare" unit="%">52.43</metric>
    <metric name="synth.lib_cells_used.distinct" unit="">26</metric>
    <metric name="seq_share_synth" unit="%">52.43</metric>
    <metric name="largest_area_cell" unit="">sky130_fd_sc_hd__dfrtp_1</metric>
    <metric name="yosys_register_bits" unit="">14</metric>
    <metric name="synthesis.instances" unit="">60</metric>
    <metric name="netlist_area" unit="µm²">668.1</metric>
    <metric name="syn_area_per_cell" unit="µm²">11.14</metric>
    <metric name="yosys.stat.chipArea" unit="µm²">668.1</metric>
    <metric name="synth_stat.cells" unit="">60</metric>
    <metric name="ys_warn_count" unit="">1</metric>
  </group>
  <group name="critical_path">
    <metric name="setup.worst_path.start_class" unit="">flop</metric>
    <metric name="critical_path_buf_inv_count" unit="">1</metric>
    <metric name="timing.reg2reg.worst_path_depth" unit="">5</metric>
    <metric name="critPathSlowestCell" unit="">sky130_fd_sc_hd__clkdlybuf4s50_1</metric>
    <metric name="worst_ep_arrival_time" unit="ns">1.07</metric>
    <metric name="timing.rr.start" unit="">count[0]</metric>
    <metric name="end_kind" unit="">output pin</metric>
    <metric name="highest_cell_delay_on_the_worst_timing_path" unit="ns">0.49</metric>
    <metric name="crit_path_max_fanout" unit="">2</metric>
    <metric name="worstPathCellList" unit="">clkdlybuf4s50_1</metric>
    <metric name="cp_top_family" unit="">buffers and inverters</metric>
    <metric name="crit_required" unit="ns">1.84</metric>
    <metric name="reg2reg_to" unit="">count[8]</metric>
    <metric name="startpoint_to_endpoint_class_of_the_critical_path" unit="">flop to output pin</metric>
    <metric name="reg2reg_slack" unit="ns">0.77</metric>
  </group>
  <group name="cells_and_area">
    <metric name="most-common-layout-cells" unit="">sky130_fd_sc_hd__dfrtp_1 (14), sky130_fd_sc_hd__xor2_1 (6), sky130_fd_sc_hd__nor2_1 (5)</metric>
    <metric name="regArea" unit="µm²">350.3</metric>
    <metric name="final_common_cell" unit="">sky130_fd_sc_hd__dfrtp_1</metric>
    <metric name="multi_input_combinational_cell_area" unit="µm²">297.8</metric>
    <metric name="area_delta_synth_final" unit="%">19.29</metric>
    <metric name="final_cell_utilization_of_the_core" unit="%">19.64</metric>
    <metric name="fill_cells" unit="">429</metric>
    <metric name="post_route_cells_drive_above_1_share" unit="%">13.85</metric>
  </group>
  <group name="cts">
    <metric name="root_buffer" unit="">sky130_fd_sc_hd__clkbuf_8</metric>
    <metric name="clock_edge_transition_at_the_registers_on_the_reported_setup_and_hold_paths" unit="ns">0.05</metric>
    <metric name="cts_made_buffers" unit="">3</metric>
    <metric name="h_tree_levels" unit="">1</metric>
    <metric name="cts_tree" unit="">yes</metric>
    <metric name="resized_gates_after_cts" unit="">0</metric>
    <metric name="tritoncts_num_sinks" unit="">14</metric>
    <metric name="clock_insertion_delay_worst_skew" unit="ns">0.23</metric>
    <metric name="post_cts_buffers" unit="">0</metric>
    <metric name="post_cts_hold_buffer_count" unit="">0</metric>
    <metric name="clock_path_buffers" unit="">2</metric>
  </group>
  <group name="timing">
    <metric name="timing.final.hold_violations" unit="">0</metric>
    <metric name="final_min_period_over_clock_period" unit="%">66.67</metric>
    <metric name="finalMaxSlewViolations" unit="">0</metric>
    <metric name="worstMarginPinSlew" unit="ns">0.6007</metric>
    <metric name="skew" unit="ns">0.001869</metric>
    <metric name="final_period_minus_worst_setup_slack" unit="ns">1.533</metric>
    <metric name="grt_setup_unrepaired" unit="">no</metric>
    <metric name="final_setup_violation_count" unit="">0</metric>
    <metric name="clock.fmax" unit="MHz">652.2</metric>
    <metric name="timing.slew.headroom" unit="%">59.83</metric>
    <metric name="tns" unit="ns">0</metric>
  </group>
  <group name="hold_path">
    <metric name="worst_hold_path.endpoint" unit="">Clock_1MSec</metric>
    <metric name="worstHoldStart" unit="">Clock_1MSec</metric>
    <metric name="min_path_cells" unit="">1</metric>
    <metric name="hold_class" unit="">flop to flop</metric>
  </group>
  <group name="power_and_ir_drop">
    <metric name="total_leakage_power" unit="nW">0.3196</metric>
    <metric name="worst_ir_drop_vdd" unit="µV">437.8</metric>
    <metric name="p_per_area" unit="mW/mm²">550.6</metric>
  </group>
  <group name="drt">
    <metric name="post_drt_wl_per_cell" unit="µm">9.435</metric>
    <metric name="antenna_cells" unit="">0</metric>
    <metric name="detail-route-antenna-nets" unit="">0</metric>
    <metric name="detailroute.via_count" unit="">443</metric>
    <metric name="number_of_iterations_in_the_first_detailed_routing_pass" unit="">4</metric>
    <metric name="drt_first_iter_violations" unit="">8</metric>
    <metric name="routed_via_density" unit="">3.852</metric>
    <metric name="detail_route.wirelength" unit="mm">1.085</metric>
    <metric name="drc" unit="">0</metric>
  </group>
  <group name="flow_run">
    <metric name="warning_count" unit="">26</metric>
    <metric name="cap_viol_max_count" unit="">0</metric>
  </group>
  <group name="grt">
    <metric name="maximum_number_of_pins_on_one_net_before_global_route_repair" unit="">15</metric>
    <metric name="grt_first_pass_wirelength" unit="mm">2.007</metric>
    <metric name="first_global_vias" unit="">450</metric>
    <metric name="grt_usage" unit="%">3.168</metric>
    <metric name="grt_remaining_overflow" unit="">0</metric>
    <metric name="grt_antenna_before_repair" unit="">0</metric>
  </group>
  <group name="place">
    <metric name="buffer_ports.inserted" unit="">3</metric>
    <metric name="weighted_congestion_reported_at_the_end_of_routability_driven_placement" unit="">0.8169</metric>
    <metric name="hpwlAfterDp" unit="µm">807</metric>
  </group>
</metrics>
## how the worst max path moves through the flow
stage,startpoint,end,slack (ns),depth (start not counted)
finish,Clock_1Sec,Clock_1Sec,0.77,1
CTS,Clock_1Sec,Clock_1Sec,0.75,1
global route,count[0],count[8],0.66,5
## where the power goes
part / leakage, nW / switching, W / internal, W
registers: 0.187 / 0 / 0.000247
logic: 0.111 / 0.00000441 / 0.00000149
clock network: 0.0216 / 0.0000713 / 0.000115
## sequential cells by signal (all words and copies together) (netlist names)
signal       flops
Clock_1MSec      1
count           12
Clock_1Sec       1
## layer usage
layer,share of wire (%),vias to the layer above,track usage [%]
met5,0,-,0
met3,8.5,0,1.734
li1,-,223,-
met2,40,6,4.564
met4,0,0,0.1497
met1,52,214,4.270
## layout make-up
type	instances	share of cell area, %
clock buffer	3	5.181
sequential	14	43.96
tap	50	7.849
multi-input combinational	41	37.36
timing repair buffer	3	3.768
inverter	4	1.884
## Yosys cell counts
master	instances
sky130_fd_sc_hd__or4b_1	1
sky130_fd_sc_hd__and4_1	1
sky130_fd_sc_hd__xor2_1	6
sky130_fd_sc_hd__inv_1	4
sky130_fd_sc_hd__dfrtp_1	14
sky130_fd_sc_hd__ha_1	2
sky130_fd_sc_hd__nand4_1	1
sky130_fd_sc_hd__nor3_1	2
sky130_fd_sc_hd__o21ai_0	3
sky130_fd_sc_hd__o221ai_1	1
sky130_fd_sc_hd__buf_2	1
sky130_fd_sc_hd__or3_2	1
sky130_fd_sc_hd__nor4bb_1	1
sky130_fd_sc_hd__nand3_1	3
sky130_fd_sc_hd__nor2b_1	1
sky130_fd_sc_hd__xnor2_1	1
sky130_fd_sc_hd__and4b_2	1
sky130_fd_sc_hd__nand4_4	1
sky130_fd_sc_hd__nand2_1	3
sky130_fd_sc_hd__or3_1	1
sky130_fd_sc_hd__o31ai_1	1
sky130_fd_sc_hd__a21oi_2	1
sky130_fd_sc_hd__nor2_1	5
sky130_fd_sc_hd__or4_4	1
sky130_fd_sc_hd__a21oi_1	2
sky130_fd_sc_hd__and3_2	1
## cell families (layout without fill, tap and decap cells)
group           Yosys count  after routing  share of synthesized area, %
simple gates             24             24                         24.16
flops                    14             14                         52.44
compound gates            8              8                         7.491
xor+xnor                  7              7                         9.176
buf+inv                   5             10                         2.995
fa+ha+maj                 2              2                         3.745
## per-stage QoR
step	worst slack (ns)	instances	instance area [µm²]	total power [W]	hold WS, ns
3_3_place_gp	0.8154	112	755.7	0.0002570	0.4098
2_1_floorplan	0.9136	60	668.1	0.0002509	0.1644
5_1_grt	0.6647	115	797.0	0.0004644	0.4515
4_1_cts	0.7498	115	797.0	0.0004493	0.4181
6_report	0.7666	115	797.0	0.0004389	0.4145
3_5_place_dp	0.7795	112	755.7	0.0002572	0.4106
No activity file was given, so power comes from the tool's default toggle rates.
